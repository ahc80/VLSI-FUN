File: ./config.mk
export PLATFORM = sky130hd
export DESIGN_NAME = csa
export DESIGN_NICKNAME = csa
export VERILOG_FILES = /design/flow/design.v
export SDC_FILE = /design/flow/constraint.sdc
export NUM_CORES = 4
export LEC_CHECK = 1
export CORE_UTILIZATION = 50
File: ./constraint.sdc
current_design csa

set clk_period 15.6
set clk_io_pct 0.2

create_clock -name clk0 -period $clk_period

set non_clock_inputs [all_inputs -no_clocks]
set_input_delay [expr $clk_period * $clk_io_pct] -clock clk0 $non_clock_inputs
set_output_delay [expr $clk_period * $clk_io_pct] -clock clk0 [all_outputs]
File: ./design.v
`timescale 1ns/1ps  
module csa(
    input [7:0] a, b, c, d, e, f, g, h, i, j,
    output [17:0] s
);
    wire [7:0]  s8;
    wire [8:0]  s9,   c8;
    wire [9:0]  s10,  c9;
    wire [10:0] s11, c10;
    wire [11:0] s12, c11;
    wire [12:0] s13, c12;
    wire [13:0] s14, c13;
    wire [14:0] s15, c14;
    wire [15:0]      c15;
    NBitCSA #(
    .N(8)
    ) BitCSA_instance8(
        .A(a),
        .B(b),
        .C(c),
        .S(s8),
        .Carry(c8)
    );
    NBitCSA #(
    .N(9)
    ) BitCSA_instance9(
        .A({1'b0,s8}),
        .B(c8),
        .C({1'b0,d}),
        .S(s9),
        .Carry(c9)
    );
    NBitCSA #(
    .N(10)
    ) BitCSA_instance10(
        .A({1'b0,s9}),
        .B(c9),
        .C({2'b00,e}),
        .S(s10),
        .Carry(c10)
    );
    NBitCSA #(
    .N(11)
    ) BitCSA_instance11(
        .A({1'b0,s10}),
        .B(c10),
        .C({3'b000,f}),
        .S(s11),
        .Carry(c11)
    );
    NBitCSA #(
    .N(12)
    ) BitCSA_instance12(
        .A({1'b0,s11}),
        .B(c11),
        .C({4'b0000,g}),
        .S(s12),
        .Carry(c12)
    );
    NBitCSA #(
    .N(13)
    ) BitCSA_instance13(
        .A({1'b0,s12}),
        .B(c12),
        .C({5'b00000,h}),
        .S(s13),
        .Carry(c13)
    );
    NBitCSA #(
    .N(14)
    ) BitCSA_instance14(
        .A({1'b0,s13}),
        .B(c13),
        .C({6'b000000,i}),
        .S(s14),
        .Carry(c14)
    );
    NBitCSA #(
    .N(15)
    ) BitCSA_instance15(
        .A({1'b0,s14}),
        .B(c14),
        .C({7'b000000,j}),
        .S(s15),
        .Carry(c15)
    );
    assign s= s15 + c15;
endmodule : csa
module NBitCSA #(
    parameter N = 8  
)(
    input [N-1:0] A, B, C,  
    output [N-1:0] S,
    output [N:0] Carry 
);
wire [N:0] Carry_b4s;   
    genvar i;
    generate
        for (i = 0; i < N; i = i + 1) begin : CSA_instance 
            assign S[i] = A[i] ^ B[i] ^ C[i];
            assign Carry_b4s[i] = A[i] & B[i] | A[i] & C[i] | B[i] & C[i];
        end
    endgenerate
  assign Carry[N:0] = {Carry_b4s[N-1:0], 1'b0};  
endmodule
File: ./run.sh
#!/bin/bash
# OpenROAD 26Q1-2900-gdf79404cd8, Yosys 0.63+post, stock flow scripts
make -C /OpenROAD-flow-scripts/flow DESIGN_CONFIG=/design/flow/config.mk WORK_HOME=/design/flow/orfs finish
==> flow_summary.yaml <==
# yosys + openroad results
timing:
  hold_violations: 0
  setup_viol: 0
  fmax_mhz: 78.50
  grt_setup_unrepaired: "no"
  min_period_over_period: 0.8166
  final-max-slew-violation-count: 0
  totalNegativeSetupSlack_ps: 0
  period_minus_slack_ps: 12740
detailed_routing:
  via_count: 1586
  detailedRoute.firstIterationViolations: 16
  detail_route.drc_violations: 0
  drt-wirelength-per-cell_um: 10.06
  first_pass_detailed_route_iteration_total: 4
  final_antenna_net_count: 0
  detail_route.wirelength_um: 3482
  num_antenna_cells: 0
  vias_per_cell: 4.584
logic_synthesis:
  simple_gate_share: 0.02147
  yosys.area_share.xor_xnor: 0.03250
  muxShareOfSynthArea: 0
  yosysUniqueCellTypes: 22
  netlist_area_pre_place_um2: 2156
  per_instance_average_area_after_synthesis_um2: 10.57
  post_synth_most_frequent_cells: "66 x sky130_fd_sc_hd__inv_1, 61 x sky130_fd_sc_hd__fa_1, 30 x sky130_fd_sc_hd__ha_1"
  synth_adder_area_share: 0.7406
  synth_top_area_share: 0.5665
  ys_sh_aoi: 0.07139
  yosysChipArea_um2: 2156
  netlist_top_cells_area: "sky130_fd_sc_hd__fa_1 57%, sky130_fd_sc_hd__ha_1 17%, sky130_fd_sc_hd__inv_1 11%"
  top_area_cell: "sky130_fd_sc_hd__fa_1"
  synth-warning-count: 0
  yosys_stat_cell_total: 204
  netlist_instances: 204
  synth.logic.top_family: "adder cells"
  yosys.cell_count.top_type: "sky130_fd_sc_hd__inv_1"
  ys_seq_frac: 0
min_path:
  hold-path-endpoint: "s[0]"
  hold_path_cells: 3
  hold_class: "input port to output port"
  min-delay-start: "j[0]"
layout:
  drive_above_1_share: 0.003378
  n_clock_buffer: 0
  syn_to_final_growth_pct: 45.04
  design.seq.count: 0
  fill_cell_instance_count_of_the_final_layout: 299
  final-seq-area_um2: 0
  post-route-util: 0.7706
place:
  post-dp-hpwl_um: 3492
  routabilityCongestion: 0.8524
  portbufs: 93
flow_run:
  stage_log_warnings: 39
  drv.max_cap_violation_count: 0
die:
  die_w_um: 67.67
  num_io_pins: 98
  core_area_um2: 4058
  std_cell_rows: 23
  dieHeight_um: 67.67
  design.die.area_um2: 4579
  fp-utilization: 0.5313
worst_setup_path:
  critPathCaptureType: "output port"
  critPathArrivalTime_ps: 9620
  timing.critical_path.required_ps: 12480
  crit_path_max_fanout: 3
  critical_path.startpoint_type: "input port"
  worstSetupPathType: "input port to output port"
clock_network:
  cts_setup_buffers: 0
  cts.hold.buffers_added: 0
  postCtsResizedCells: 0
global_route:
  grt-ovfl-total: 0
  gr-usage-all-layers: 0.1631
  grt_antenna_before_repair: 0
  grt_start_max_net_pins: 7
  first_pass_grt_wire_length_um: 5451
  first_global_vias: 1417
outcome:
  run_status: "completed"
## worst max-delay path by stage
stage     slack (ps)  cells past startpoint    end  startpoint
4_1_cts         2820                     22  s[11]        a[1]
5_1_grt         2540                     22  s[11]        a[1]
6_report        2860                     22  s[11]        a[1]
## placed cells by master, fill, tap and decap left out
master / count
sky130_fd_sc_hd__clkdlybuf4s50_1: 93
sky130_fd_sc_hd__inv_1: 66
sky130_fd_sc_hd__fa_1: 61
sky130_fd_sc_hd__ha_1: 30
sky130_fd_sc_hd__a21oi_1: 7
sky130_fd_sc_hd__nand2_1: 6
sky130_fd_sc_hd__xnor2_1: 5
sky130_fd_sc_hd__conb_1: 5
sky130_fd_sc_hd__nor2_1: 3
sky130_fd_sc_hd__xor2_1: 3
sky130_fd_sc_hd__nor2b_1: 2
sky130_fd_sc_hd__o21a_1: 2
sky130_fd_sc_hd__o31a_1: 2
sky130_fd_sc_hd__o2111ai_1: 2
sky130_fd_sc_hd__o21ai_0: 2
sky130_fd_sc_hd__a21o_1: 1
sky130_fd_sc_hd__a31o_1: 1
sky130_fd_sc_hd__a31oi_2: 1
sky130_fd_sc_hd__a211oi_1: 1
sky130_fd_sc_hd__o21ai_1: 1
sky130_fd_sc_hd__a2111o_1: 1
sky130_fd_sc_hd__o22ai_1: 1
## area by class of cell
cell class | count | area (um2) | share of cell area
repair buffers | 93 | 930.9 | 0.2977
inverters | 66 | 247.7 | 0.07923
well taps | 50 | 62.56 | 0.02001
multi-input cells | 137 | 1886 | 0.6030
## worst max-delay path, cell delays in order
cell	delay [ps]
sky130_fd_sc_hd__clkdlybuf4s50_1	450
sky130_fd_sc_hd__inv_1	50
sky130_fd_sc_hd__fa_1	490
sky130_fd_sc_hd__fa_1	510
sky130_fd_sc_hd__inv_1	50
sky130_fd_sc_hd__fa_1	500
sky130_fd_sc_hd__inv_1	50
sky130_fd_sc_hd__fa_1	530
sky130_fd_sc_hd__fa_1	440
sky130_fd_sc_hd__fa_1	500
sky130_fd_sc_hd__fa_1	540
sky130_fd_sc_hd__fa_1	430
sky130_fd_sc_hd__inv_1	70
sky130_fd_sc_hd__ha_1	160
sky130_fd_sc_hd__inv_1	60
sky130_fd_sc_hd__fa_1	400
sky130_fd_sc_hd__nor2b_1	210
sky130_fd_sc_hd__o2111ai_1	160
sky130_fd_sc_hd__a21oi_1	170
sky130_fd_sc_hd__o22ai_1	120
sky130_fd_sc_hd__xnor2_1	150
sky130_fd_sc_hd__clkdlybuf4s50_1	470
## routing by layer
metal	up-vias	wire (um)	global-route usage
met4	0	0	0
li1	779	-	-
met2	47	1857	0.2772
met3	0	351	0.03082
met5	-	0	0
met1	760	1274	0.2468
## logic make-up after synthesis
| family | after synthesis |
|---|---|
| other | 1 |
| xor gates and xnor gates | 8 |
| AOI/OAI and AO/OA | 22 |
| and+or+nand+nor | 11 |
| adders and majority gates | 91 |
| buffers and inverters | 71 |
## per-stage QoR
stage               hold slack (ps)  worst slack [ps]  cells  instance area, um2
CTS                            7297              2824    346                3127
floorplan                      6321              4072    208                2171
global route                   7312              2543    346                3127
detailed placement             7291              2843    346                3127
finish                         7291              2861    346                3127
global placement               7283              2870    346                3127
