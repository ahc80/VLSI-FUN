--- design.v ---
module ALU_test(
    A, B, alu_code, coe, C, vout, cout
);
    input [15:0] A;    
    input [15:0] B;    
    input [4:0] alu_code;     
    input coe;                
    output [15:0] C;   
    output vout, cout;        
    reg [15:0] C;   
    reg vout, cout;
    wire [15:0] c;
    wire vout_wire, cout_wire;
    parameter add = 5'b00000;
    parameter addu = 5'b00001;
    parameter sub = 5'b00010;
    parameter subu = 5'b00011;
    parameter inc = 5'b00100;
    parameter dec = 5'b00101;
    parameter and_op = 5'b01000;
    parameter or_op = 5'b01001;
    parameter xor_op = 5'b01010;
    parameter not_op = 5'b01100;
    parameter sll = 5'b10000;
    parameter srl = 5'b10001;
    parameter sla = 5'b10010;
    parameter sra = 5'b10011;
    parameter sle = 5'b11000;
    parameter slt = 5'b11001;
    parameter sge = 5'b11010;
    parameter sgt = 5'b11011;
    parameter seq = 5'b11100;
    parameter sne = 5'b11101;
    adder adder_instance(
        .A(A),
        .B(B),
        .control(alu_code[2:0]),
        .Carryout(coe),
        .C(c),
        .overFlag(vout_wire),
        .coutFlag(cout_wire)
    );
    always @(A or B or alu_code or coe) begin
        vout = 1'b0;
        cout = 1'b0;
        case (1'b1)   
            (alu_code == add) | (alu_code == addu) | (alu_code == sub) | (alu_code == subu) | (alu_code == inc) | (alu_code == dec): begin
                C = c;   
            end
            (alu_code == and_op): begin
                C = A & B;   
            end
            (alu_code == or_op): begin
                C = A | B;   
            end
            (alu_code == xor_op): begin
                C = A ^ B;   
            end
            (alu_code == not_op): begin
                C = ~A;   
            end
            (alu_code == sll): begin
                C = A << B[3:0];   
            end
            (alu_code == srl): begin
                C = A >> B[3:0];   
            end
            (alu_code == sla): begin
                case (B[3:0])
                    4'b0001: C = {A[15], A[14:0], 1'b0};   
                    4'b0010: C = {A[15], A[13:0], 2'b00};  
                    4'b0011: C = {A[15], A[12:0], 3'b000};  
                    4'b0100: C = {A[15], A[11:0], 4'b0000};  
                    default: C = {A[15], A[14:0], 1'b0};   
                endcase
            end
            (alu_code == sra): begin
                case (B[3:0])
                    4'b0001: C = {A[15], A[15], A[14:1]};   
                    4'b0010: C = {A[15], A[15], A[15], A[13:2]};  
                    4'b0011: C = {A[15], A[15], A[15], A[15], A[12:3]};  
                    4'b0100: C = {A[15], A[15], A[15], A[15], A[15], A[11:4]};  
                    default: C = {A[15], A[15], A[14:1]};   
                endcase
            end
            (alu_code == sle): begin
                C = (A <= B) ? 16'h0001 : 16'h0000;   
            end
            (alu_code == slt): begin
                C = (A < B) ? 16'h0001 : 16'h0000;   
            end
            (alu_code == sge): begin
                C = (A >= B) ? 16'h0001 : 16'h0000;   
            end
            (alu_code == sgt): begin
                C = (A > B) ? 16'h0001 : 16'h0000;   
            end
            (alu_code == seq): begin
                C = (A == B) ? 16'h0001 : 16'h0000;   
            end
            (alu_code == sne): begin
                C = (A != B) ? 16'h0001 : 16'h0000;   
            end
            default: begin
                C = 16'h0000;   
            end
        endcase
        if (alu_code[4:3] == 2'b00) begin
            vout = vout_wire;   
            cout = cout_wire;   
        end
    end
endmodule
module cla16bit (
    A, B, cin, SUM, C_OUT
);
    input [15:0] A;       
    input [15:0] B;       
    input cin;            
    output [15:0] SUM;    
    output C_OUT;         
    wire [15:0] G, P;     
    wire [16:0] C;        
    assign C[0] = cin;    
    assign G[0] = A[0] & B[0];
    assign P[0] = A[0] | B[0];
    assign C[1] = G[0] | (P[0] & C[0]);
    assign G[1] = A[1] & B[1];
    assign P[1] = A[1] | B[1];
    assign C[2] = G[1] | (P[1] & C[1]);
    assign G[2] = A[2] & B[2];
    assign P[2] = A[2] | B[2];
    assign C[3] = G[2] | (P[2] & C[2]);
    assign G[3] = A[3] & B[3];
    assign P[3] = A[3] | B[3];
    assign C[4] = G[3] | (P[3] & C[3]);
    assign G[4] = A[4] & B[4];
    assign P[4] = A[4] | B[4];
    assign C[5] = G[4] | (P[4] & C[4]);
    assign G[5] = A[5] & B[5];
    assign P[5] = A[5] | B[5];
    assign C[6] = G[5] | (P[5] & C[5]);
    assign G[6] = A[6] & B[6];
    assign P[6] = A[6] | B[6];
    assign C[7] = G[6] | (P[6] & C[6]);
    assign G[7] = A[7] & B[7];
    assign P[7] = A[7] | B[7];
    assign C[8] = G[7] | (P[7] & C[7]);
    assign G[8] = A[8] & B[8];
    assign P[8] = A[8] | B[8];
    assign C[9] = G[8] | (P[8] & C[8]);
    assign G[9] = A[9] & B[9];
    assign P[9] = A[9] | B[9];
    assign C[10] = G[9] | (P[9] & C[9]);
    assign G[10] = A[10] & B[10];
    assign P[10] = A[10] | B[10];
    assign C[11] = G[10] | (P[10] & C[10]);
    assign G[11] = A[11] & B[11];
    assign P[11] = A[11] | B[11];
    assign C[12] = G[11] | (P[11] & C[11]);
    assign G[12] = A[12] & B[12];
    assign P[12] = A[12] | B[12];
    assign C[13] = G[12] | (P[12] & C[12]);
    assign G[13] = A[13] & B[13];
    assign P[13] = A[13] | B[13];
    assign C[14] = G[13] | (P[13] & C[13]);
    assign G[14] = A[14] & B[14];
    assign P[14] = A[14] | B[14];
    assign C[15] = G[14] | (P[14] & C[14]);
    assign G[15] = A[15] & B[15];
    assign P[15] = A[15] | B[15];
    assign C[16] = G[15] | (P[15] & C[15]);
    assign SUM[0] = A[0] ^ B[0] ^ C[0];
    assign SUM[1] = A[1] ^ B[1] ^ C[1];
    assign SUM[2] = A[2] ^ B[2] ^ C[2];
    assign SUM[3] = A[3] ^ B[3] ^ C[3];
    assign SUM[4] = A[4] ^ B[4] ^ C[4];
    assign SUM[5] = A[5] ^ B[5] ^ C[5];
    assign SUM[6] = A[6] ^ B[6] ^ C[6];
    assign SUM[7] = A[7] ^ B[7] ^ C[7];
    assign SUM[8] = A[8] ^ B[8] ^ C[8];
    assign SUM[9] = A[9] ^ B[9] ^ C[9];
    assign SUM[10] = A[10] ^ B[10] ^ C[10];
    assign SUM[11] = A[11] ^ B[11] ^ C[11];
    assign SUM[12] = A[12] ^ B[12] ^ C[12];
    assign SUM[13] = A[13] ^ B[13] ^ C[13];
    assign SUM[14] = A[14] ^ B[14] ^ C[14];
    assign SUM[15] = A[15] ^ B[15] ^ C[15];
    assign C_OUT = C[16];
endmodule
module adder(
    A, B,          
    control,       
    Carryout,      
    C,             
    overFlag,      
    coutFlag       
);
    input [15:0] A, B;     
    input [2:0] control;   
    input Carryout;        
    output [15:0] C;       
    output overFlag, coutFlag;  
    wire [15:0] C;
    reg overFlag, coutFlag;
    reg cin;  
    parameter add  = 3'b000;  
    parameter addu = 3'b001;  
    parameter sub  = 3'b010;  
    parameter subu = 3'b011;  
    parameter inc  = 3'b100;  
    parameter dec  = 3'b101;  
    reg [15:0] Ain, Bin;  
    wire coutwire;  
    cla16bit cla16bit_instance (
        .A(Ain),
        .B(Bin),
        .cin(cin),
        .SUM(C),
        .C_OUT(coutwire)
    );
    always @ (A or B or control or Carryout) begin
        case (control)
            add: begin
                cin = 1'b0;
                Ain = A;
                Bin = B;
                coutFlag = (~Carryout) ? coutwire : 1'b0;
                overFlag = (Ain[15] == Bin[15]) && (C[15] != Ain[15]);
            end
            addu: begin
                cin = 1'b0;
                Ain = A;
                Bin = B;
                coutFlag = (~Carryout) ? coutwire : 1'b0;
                overFlag = 1'b0;
            end
            sub: begin
                cin = 1'b1;
                Ain = A;
                Bin = B ^ 16'hFFFF;
                coutFlag = (~Carryout) ? coutwire : 1'b0;
                overFlag = (Ain[15] == Bin[15]) && (C[15] != Ain[15]);
            end
            subu: begin
                cin = 1'b1;
                Ain = A;
                Bin = B ^ 16'hFFFF;
                coutFlag = (~Carryout) ? coutwire : 1'b0;
                overFlag = 1'b0;
            end
            inc: begin
                cin = 1'b0;
                Ain = A;
                Bin = 16'h0001;
                coutFlag = (~Carryout) ? coutwire : 1'b0;
                overFlag = (Ain[15] == Bin[15]) && (C[15] != Ain[15]);
            end
            dec: begin
                cin = 1'b1;
                Ain = A;
                Bin = 16'h0001 ^ 16'hFFFF;
                coutFlag = (~Carryout) ? coutwire : 1'b0;
                overFlag = (Ain[15] == Bin[15]) && (C[15] != Ain[15]);
            end
            default: begin
                cin = 1'b0;
                Ain = 16'h0000;
                Bin = 16'h0000;
                overFlag = 1'b0;
                coutFlag = 1'b0;
            end
        endcase
    end
endmodule
--- run.sh ---
#!/bin/bash
# OpenROAD 26Q1-2900-gdf79404cd8, Yosys 0.63+post, stock flow scripts
make -C /OpenROAD-flow-scripts/flow DESIGN_CONFIG=/design/flow/config.mk WORK_HOME=/design/flow/orfs finish
--- config.mk ---
export PLATFORM = sky130hd
export DESIGN_NAME = ALU_test
export DESIGN_NICKNAME = ALU_test
export VERILOG_FILES = /design/flow/design.v
export SDC_FILE = /design/flow/constraint.sdc
export NUM_CORES = 4
export LEC_CHECK = 1
export CORE_UTILIZATION = 40
--- constraint.sdc ---
current_design ALU_test

set clk_period 7.4
set clk_io_pct 0.2

create_clock -name clk0 -period $clk_period

set non_clock_inputs [all_inputs -no_clocks]
set_input_delay [expr $clk_period * $clk_io_pct] -clock clk0 $non_clock_inputs
set_output_delay [expr $clk_period * $clk_io_pct] -clock clk0 [all_outputs]
==> reports/results.txt <==
status = complete, but fails checks
violated checks = setup timing
top sig layer = met4
placed wire-length estimate after detailed placement = 15500 um
Period Utilization, post-route = 1.30
worst voltage drop across the vdd grid = 0.0374 mV
fp util = 0.415
maximum number of pins on one net before global-route repair = 50
ratio of cells with drive above 1 in the final layout = 0.199
tool warnings = 68
power per cell area = 64.7 nW/um2
register share after synthesis = 0
HP Class = in2out
Area Growth Syn to Fin = 21.6%
category of the worst setup path capture point = output port
fin worst setup slack = -2.23 ns
count of port buffers added during placement = 56
required time worst endpoint = 5.92 ns
cell taking the most area after synthesis = ha_1
switching component of the power = 0.000201 W
placed standard-cell area = 5470 um2
wire length of the first global-routing pass = 31200 um
count of distinct cell types in the synthesized netlist = 76
ratio of routed vias to standard cells = 6.52
number of max-cap violations = 0
cell with the most instances on the worst path = fa_2
top post-synthesis cells by area = ha_1 (13%), fa_1 (7.1%), o21ai_0 (5.6%)
DRC violation count after routing = 0
synthesized area divided by synthesized cell count = 6.96 um2
count of nets left with antenna violations after detail routing = 0
Placement Rows = 38
post-synthesis cell count = 653
power share of the clock group = 0
tally of clock buffers in the finished layout = 0
final sequential cell count = 0
final-report hold violation count = 0
total routed wire length on the met1 layer = 8630 um
arrival time reported for the critical path endpoint = 8.15 ns
Worst Path Class, Setup = in2out
io pins = 56
sequential cell area in the final layout = 0 um2
Yosys top cell area share = 0.135
core region area = 10900 um2
drt total wl = 20400 um
width of the chip = 109 um
Least-Margin Pin Slew = 0.887 ns
Antenna Cells = 0
Routed wire per std cell = 24.1 um
GRT Residual Overflow = 0
Worst slew margin = 0.404
sequential share of power = 0
CP max FO = 7
fin crit period = 9.63 ns
most frequently placed logic cell in the final layout = nor2_1
combined area of all synthesized cells = 4540 um2
startpoint type of the worst setup path = input pin
number of buffer and inverter stages on the critical path = 4
setup TNS after final layout = -13.08 ns
WL met3 = 1860 um
number of global-route vias before repair = 5221
initial DRC count = 489
routability congestion estimate from global placement = 0.994
Leak Pwr = 2.32 nW
Synth warnings = 2
die area = 11800 um2
via count = 5532
cell family contributing the most delay on the critical path = adder cells
post-synthesis cell count from yosys = 653
total power = 0.000358 W
leading cell types in the layout, fill and taps excluded = nor2_1 (65), buf_4 (59), nand2_1 (54)
Total Routing Usage GR = 0.365
f_max = 0.104 GHz
internal power consumption = 0.000157 W
met2 routed WL = 9310 um
antenna violations before repair = 0
worst-path cell with the longest stage delay = fa_1
switching fraction of total power = 0.561
delay of the slowest cell on the worst path = 0.49 ns
final number of setup-violating endpoints = 9
setup repair after global routing missed its margin = yes
combinational cell fraction of total power = 1.000
Die Span Y = 109 um
number of search-and-repair iterations in the first detailed-routing pass = 5
worst hold margin = 3.54 ns
finished layout cell area = 5520 um2
Max Transition Viols Final = 0
fraction of the core area covered by cells at the end of the flow = 0.505
chip area estimate from yosys synthesis = 4540 um2
==> path summary, 6_finish.rpt <==
path,startpoint,endpoint,cells after the start
hold / removal,alu_code[0],vout,5
setup / recovery,alu_code[1],vout,26
==> cells by family after synthesis <==
logic type	synth area share
compound gates	0.328
simple gates	0.212
buf+inv	0.0981
fa+ha+maj	0.206
mux	0.120
xor+xnor	0.0366
==> worst min-delay path, stage by stage <==
cell and delay, ns:
buf_6 0.08, buf_4 0.17, nor2b_1 0.18, nor3_2 0.06
buf_2 0.10
==> area by class of cell <==
| class | count | area (um2) |
|---|---|---|
| Multi-Input combinational cell | 549 | 4200 |
| Inverter | 42 | 158 |
| Fill cell | 1107 | 5410 |
| Timing Repair Buffer | 117 | 990 |
| Tap cell | 140 | 175 |
==> metal layers <==
metal / vias up / GRT usage
li1: 2522 / -
met2: 303 / 0.570
met5: - / 0
met3: 42 / 0.0540
met1: 2665 / 0.526
met4: 0 / 0.0985
==> power groups by stage <==
stage | Combinational (W) | Clock [W] | Sequential [W]
after CTS | 0.000348 | 0 | 0
after global routing | 0.000388 | 0 | 0
final | 0.000358 | 0 | 0
==> synthesized netlist by cell type, types with 7 or more instances <==
library cell  number
a211o_1            7
a211oi_1          10
a21oi_1           42
a221oi_1          14
a22oi_1            8
buf_2             23
clkbuf_1          29
fa_1              16
ha_1              49
inv_1             40
mux2_2            18
mux2i_1           23
nand2_1           55
nand3_1           14
nor2_1            65
nor3_1            13
o211ai_1          13
o21ai_0           51
o221ai_1           7
o22ai_1           16
xnor2_1           16
==> what timing repair did <==
action                     CTS  global route
hold buffers                 0             0
buffers inserted             3             1
gates resized               58             8
setup endpoints to repair   11            10
pin swaps                   16            13
==> metrics by stage <==
stage | worst slack, ns | std cells
final | -2.23 | 848
after global routing | -2.44 | 848
after CTS | -2.24 | 847
after detailed placement | -3.15 | 844
after global placement | -3.10 | 844
after floorplan | -2.17 | 653
Power figures rest on the tool's default switching activity, not on a simulated workload.
