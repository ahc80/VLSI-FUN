==> design/flow/design.v <==
module rxfifo (
    input        PSEL,
    input        PWRITE,
    input        CLEAR_B,
    input        PCLK,
    input  [7:0] RxData,
    input        rx_ready,  
    output reg   SSPRXINTR,
    output reg [7:0] PRDATA
);
    reg [7:0] data_reg [3:0];
    reg [1:0] read_ptr;
    reg [1:0] write_ptr;
    initial begin
        data_reg[0] = 8'b0;
        data_reg[1] = 8'b0;
        data_reg[2] = 8'b0;
        data_reg[3] = 8'b0;
        SSPRXINTR = 1'b0;
        read_ptr  = 1'b0;
        write_ptr = 1'b0;
    end
    always @(posedge PCLK) begin
        if(~CLEAR_B) begin
            data_reg[0] = 8'b0;
            data_reg[1] = 8'b0;
            data_reg[2] = 8'b0;
            data_reg[3] = 8'b0;
            SSPRXINTR = 1'b0;
            read_ptr = 1'b0;
            write_ptr = 1'b0;
        end else begin
            if(~SSPRXINTR && rx_ready && RxData != data_reg[write_ptr-2'b1]) begin
                data_reg[write_ptr] <= RxData;
                write_ptr <= write_ptr + 2'b1;
                SSPRXINTR <= (write_ptr + 2'b1 == read_ptr);
            end
            if(PSEL && ~PWRITE && (read_ptr != write_ptr || SSPRXINTR)) begin
                PRDATA <= data_reg[read_ptr];
                read_ptr <= read_ptr + 2'b1;
                SSPRXINTR = 1'b0;
            end
        end
    end
endmodule
module txfifo (
    input            PSEL,
    input            PWRITE,
    input            CLEAR_B,
    input            PCLK,
    input      [7:0] PWDATA,
    input            transmit_complete,  
    output reg       tx_ready,           
    output reg [7:0] TxData,
    output reg       SSPTXINTR
    );
    reg [7:0] data_reg [3:0];
    reg [1:0] in_ptr;            
    reg [1:0] out_ptr;           
    reg       finish_transmit;
    initial begin
        data_reg[0] = 8'b0;
        data_reg[1] = 8'b0;
        data_reg[2] = 8'b0;
        data_reg[3] = 8'b0;
        in_ptr      = 2'b0;
        out_ptr     = 2'b0;
        tx_ready    = 1'b0;
        SSPTXINTR   = 1'b0;
        finish_transmit = 1'b0;
    end
    always @(posedge PCLK) begin
        if(~ CLEAR_B) begin
            data_reg[0] = 8'b0;
            data_reg[1] = 8'b0;
            data_reg[2] = 8'b0;
            data_reg[3] = 8'b0;
            in_ptr = 2'b0;
            out_ptr= 2'b0;
            tx_ready = 1'b0;
            SSPTXINTR = 1'b0;
            finish_transmit = 1'b0;
        end else begin
            if(PSEL && PWRITE && ~SSPTXINTR && PWDATA != data_reg[in_ptr-2'b1]) begin
                data_reg[in_ptr] <= PWDATA;
                SSPTXINTR <= (in_ptr + 2'b1 == out_ptr);
                in_ptr <= in_ptr + 2'b1;
            end
            if(transmit_complete && (in_ptr != out_ptr || SSPTXINTR)) begin     
                TxData <= data_reg[out_ptr];
                tx_ready <= 1'b1;
                finish_transmit <= 1'b1;
            end else begin
                tx_ready = 1'b0;
            end
            if(finish_transmit) begin
                out_ptr <= out_ptr + 2'b1;
                SSPTXINTR <= 1'b0;
                finish_transmit <= 1'b0;
            end
        end
    end
endmodule
module ssp (
    input        PCLK,
    input        CLEAR_B,
    input        PSEL,
    input        PWRITE,
    input [7:0]  PWDATA,
    input        SSPCLKIN,
    input        SSPFSSIN,
    input        SSPRXD,
    output [7:0] PRDATA,
    output       SSPOE_B,
    output       SSPTXD,
    output       SSPCLKOUT,
    output       SSPFSSOUT,
    output       SSPTXINTR,
    output       SSPRXINTR  
);
    wire transmit_complete;
    wire tx_ready;
    wire rx_ready;
    wire [7:0] TxData;
    wire [7:0] RxData;
    txfifo txf (
        .PSEL(PSEL),
        .PWRITE(PWRITE),
        .CLEAR_B(CLEAR_B),
        .PCLK(PCLK),
        .PWDATA(PWDATA),
        .transmit_complete(transmit_complete),
        .tx_ready(tx_ready),
        .TxData(TxData),
        .SSPTXINTR(SSPTXINTR)
    );
    rxfifo rxf (
        .PSEL(PSEL),
        .PWRITE(PWRITE),
        .CLEAR_B(CLEAR_B),
        .PCLK(PCLK),
        .RxData(RxData),
        .rx_ready(rx_ready),
        .SSPRXINTR(SSPRXINTR),
        .PRDATA(PRDATA)
    );
    trlogic trl (
        .PCLK(PCLK),
        .SSPCLKIN(SSPCLKIN),
        .SSPFSSIN(SSPFSSIN),
        .SSPRXD(SSPRXD),
        .tx_ready(tx_ready),
        .TxData(TxData),
        .RxData(RxData),
        .rx_ready(rx_ready),
        .transmit_complete(transmit_complete),
        .SSPOE_B(SSPOE_B),
        .SSPTXD(SSPTXD),
        .SSPFSSOUT(SSPFSSOUT),
        .SSPCLKOUT(SSPCLKOUT)
    );
endmodule
module trlogic (
    input            PCLK,
    input            SSPCLKIN,
    input            SSPFSSIN,
    input            SSPRXD,
    input            tx_ready,   
    input      [7:0] TxData,
    output reg [7:0] RxData,     
    output reg       rx_ready,   
    output reg       transmit_complete,  
    output reg       SSPOE_B,
    output reg       SSPTXD,
    output reg       SSPFSSOUT,
    output wire      SSPCLKOUT
);
    reg receiving;
    reg [2:0] rxdata_ptr;
    reg [2:0] txdata_ptr;
    assign SSPCLKOUT = PCLK;
    initial begin
        rxdata_ptr = 3'd7;
        txdata_ptr = 3'd7;
        receiving = 1'b0;
        rx_ready = 1'b0;                 
        transmit_complete = 1'b1;       
        SSPOE_B = 1'b1;
    end
    always @(posedge SSPCLKIN) begin
        if(SSPFSSIN) begin
            receiving <= 1'b1;
            rx_ready  <= 1'b0;
        end
        if(receiving) begin
            RxData[rxdata_ptr] <= SSPRXD;
            if( rxdata_ptr > 0) begin
                rxdata_ptr <= rxdata_ptr - 3'b1;
            end else begin
                rxdata_ptr <= rxdata_ptr - 3'b1;
                receiving  <= 1'b0;
                rx_ready   <= 1'b1;
            end
        end
    end
    always @(posedge SSPCLKOUT) begin
        if(tx_ready && transmit_complete) begin
            transmit_complete <= 1'b0;
            SSPFSSOUT <= 1'b1;
        end
        if(~transmit_complete) begin
            SSPTXD <= TxData[txdata_ptr];
            SSPFSSOUT <= 1'b0;
            if(txdata_ptr > 1'b0) begin
                txdata_ptr <= txdata_ptr - 3'b1;
            end else begin
                txdata_ptr <= 3'd7;
                transmit_complete <= 1'b1;
            end
        end
    end
    always @(negedge SSPCLKOUT) begin
        if(~transmit_complete) begin
            SSPOE_B <= 1'b0;
        end else begin
            SSPOE_B <= 1'b1;
        end
    end
endmodule
==> design/flow/run.sh <==
#!/bin/bash
# OpenROAD 26Q1-2900-gdf79404cd8, Yosys 0.63+post, stock flow scripts
make -C /OpenROAD-flow-scripts/flow DESIGN_CONFIG=/design/flow/config.mk WORK_HOME=/design/flow/orfs finish
==> design/flow/config.mk <==
export PLATFORM = sky130hd
export DESIGN_NAME = ssp
export DESIGN_NICKNAME = ssp
export VERILOG_FILES = /design/flow/design.v
export SDC_FILE = /design/flow/constraint.sdc
export NUM_CORES = 4
export LEC_CHECK = 1
export CORE_UTILIZATION = 40
==> design/flow/constraint.sdc <==
current_design ssp

set clk_period 3.2
set clk_io_pct 0.2

create_clock -name clk0 -period $clk_period [get_ports {PCLK}]
create_clock -name clk1 -period $clk_period [get_ports {SSPCLKIN}]

set non_clock_inputs [all_inputs -no_clocks]
set_input_delay [expr $clk_period * $clk_io_pct] -clock clk0 $non_clock_inputs
set_output_delay [expr $clk_period * $clk_io_pct] -clock clk0 [all_outputs]
==> out/summary.txt <==
number of iterations in the first detailed-routing pass - 8
area added between synthesis and finish - 14.8%
Die Ht - 121 µm
I/O pin count - 29
Die Area - 0.0147 mm²
synthesis area per yosys - 0.00569 mm²
TritonCTS clock tree - yes
Mean Syn Cell Area - 11.0 µm²
drt drc - 0
max cap viols - 0
design area - 0.00653 mm²
tool warnings - 49
GRT Residual Overflow - 0
Fin Setup TNS - 0 ns
Synth top cells by count - mux2i_1 (104), nand2_1 (95), dfxtp_1 (80)
count leader, synth - mux2i_1
pin count of the biggest net entering global routing - 60
starting DRC count in detailed routing - 371
Clk pin slew, worst setup/hold paths - 0.07 ns
PwrDens - 712 mW/mm²
synthesis-stage register bit count - 111
yosys cell count - 515
Clk pwr share - 33.3%
Die X - 121 µm
share of cells above drive strength 1 - 8.55%
Antenna Violating Nets Remaining - 0
IO buf count - 26
Core ar. - 0.0139 mm²
switching fraction of total power - 30.5%
top comb family, area - multiplexers
FA/HA/MAJ Cells, Area Fraction - 6.38%
final hold violation count - 0
critical path's slowest cell - dfxtp_1
CP max stage delay - 0.29 ns
synth warn - 5
ant diodes - 0
Final Max Tran Viols - 0
xor+xnor area frac - 3.54%
worst hold-check path type - reg -> reg
internal cell power - 3.23 mW
leak pwr - 2.82 nW
CP Launch Type - register
Routability Congestion - 0.867
Slew @ Worst Pin - 0.621 ns
hold_buf cts - 0
Cell Type Count - 38
GRT Total Usage - 18.0%
WP data arrival - 2.51 ns
Setup CP Type - reg -> out
first-pass GRT wire length - 19700 µm
combinational share of power - 24.0%
RSZ-0062 raised after global routing - no
Psw - 1.42 mW
Vias per Instance - 5.38
vias in the first global route - 3831
status - complete, no violations
final wirelength - 12200 µm
Seq/Total Area, Yosys - 44.5%
cell count after synthesis - 515
# setup viols final - 0
cell family with most CP delay - flip-flops
cells along the critical path - buf_2
hpwl dp - 8100 µm
DP Area - 0.00606 mm²
top fanout value on the critical path - 1
initial antenna violation count - 0
Worst Path Required - 2.56 ns
vias - 3865
crit end category - primary output
leading area contributor after synthesis - dfxtp_1
buffer and inverter count on the worst path - 1
Final WS setup - 0.0537 ns
slew margin rel. - 58.6%
Setup Skew - 0.0730 ns
area fraction in mux cells - 19.7%
Flop pwr share - 42.7%
async set-reset flop share out of synthesis - 0%
Synth top area share - 28.2%
number of synthesized flops with an enable pin - 31
site row count - 43
Max VDD drop - 0.668 mV
Simple Share, Synth - 9.90%
Synth Cell Area - 0.00569 mm²
Synth Flop Type - dfxtp_1
Cell area leaders - dfxtp_1 (28%), mux2i_1 (18%), edfxtp_1 (16%)
WL/cell - 16.9 µm
aoi share - 11.0%
Setup WS pre-CTS - 0.214 ns
Init Core Util - 41.0%
-- metal layers --
layer | wire length, µm | up-vias | part of all wire [%] | global-route usage [%]
met5 | 0 | - | 0 | 0
met4 | 363 | 0 | 3.0 | 5.25
met3 | 514 | 21 | 4.2 | 3.89
met2 | 5790 | 93 | 48 | 28.9
met1 | 5490 | 1868 | 45 | 25.1
li1 | - | 1883 | - | -
-- worst paths after layout --
kind / startpoint / endpoint / slack, ns / cells past startpoint
worst min-delay path: txf.tx_ready / trl.transmit_complete / 0.43 / 1
worst min register to register: txf.tx_ready / trl.transmit_complete / 0.43 / 1
worst max register to register: rxf.write_ptr[0] / rxf.data_reg[2][7] / 0.36 / 8
worst max-delay path: trl.SSPOE_B / SSPOE_B / 0.05 / 1
max in group clk1: trl.rxdata_ptr[0] / trl.RxData[4] / 0.70 / 6
min in group clk1: trl.RxData[3] / trl.RxData[3] / 0.64 / 1
-- placed cells by master, fill, tap and decap left out, types with 3 or more instances in the layout --
| cell | instances |
|---|---|
| o2111ai_4 | 4 |
| dfxtp_1 | 80 |
| nor2_1 | 3 |
| xnor2_1 | 20 |
| a222oi_1 | 32 |
| nor2b_1 | 4 |
| o21ai_0 | 5 |
| edfxtp_1 | 31 |
| nand4_4 | 4 |
| and2_1 | 3 |
| ha_1 | 29 |
| a22o_1 | 5 |
| xor2_1 | 3 |
| inv_1 | 34 |
| buf_4 | 6 |
| mux2_2 | 3 |
| clkdlybuf4s50_1 | 24 |
| o211ai_4 | 4 |
| mux2i_1 | 104 |
| clkbuf_16 | 17 |
| nand2_1 | 95 |
-- cells by family after synthesis --
family / Yosys count
AND-OR/OR-AND: 56
adder cells (fa/ha/maj): 29
AND/OR/NAND/NOR: 119
multiplexers: 109
buffers and inverters: 67
XOR/XNOR: 23
flip-flops: 111
other: 1
-- power by group through the flow --
stage | clock network, mW | logic, mW | registers [mW]
final | 1.55 | 1.12 | 1.99
after global routing | 1.66 | 1.23 | 2.03
after CTS | 1.59 | 1.12 | 1.99
-- worst reg2reg max path: stages (launching register included) --
cell	delay [ns]
dfxtp_1	0.44
inv_1	0.15
ha_1	0.37
a222oi_1	0.38
mux2i_1	0.13
xnor2_1	0.33
nand4_4	0.24
o211ai_4	0.50
mux2i_1	0.25
-- layout make-up --
cell class / count / area, µm²
repair buffers: 31 / 285
clock buffers: 21 / 457
multi-input cells: 337 / 2880
inverters: 34 / 128
well taps: 180 / 225
clock inverters: 4 / 30.0
fillers: 1217 / 7350
flip-flops and latches: 111 / 2530
-- stage by stage --
step / power, mW / instances / hold slack, ns / utilization (%)
floorplan: 2.82 / 515 / 0.412 / -
global placement: 3.15 / 695 / 0.421 / 43.7
detailed placement: 3.17 / 695 / 0.434 / 43.7
CTS: 4.70 / 718 / 0.441 / 47.1
global route: 4.92 / 718 / 0.472 / 47.1
finish: 4.65 / 718 / 0.433 / 47.1
-- timing repair --
action	4_1_cts	5_1_grt
gates resized	3	0
setup endpoints to repair	1	0
setup buffers	0	0
No activity file was given, so power comes from the tool's default toggle rates.
